<file path="/design/flow/config.mk">
export PLATFORM = sky130hd
export DESIGN_NAME = Game
export DESIGN_NICKNAME = Game
export VERILOG_FILES = /design/flow/design.v
export SDC_FILE = /design/flow/constraint.sdc
export NUM_CORES = 4
export LEC_CHECK = 1
export CORE_UTILIZATION = 30
</file>
<file path="/design/flow/constraint.sdc">
current_design Game

set clk_period 16.3
set clk_io_pct 0.2

create_clock -name clk0 -period $clk_period [get_ports {clk}]

set non_clock_inputs [all_inputs -no_clocks]
set_input_delay [expr $clk_period * $clk_io_pct] -clock clk0 $non_clock_inputs
set_output_delay [expr $clk_period * $clk_io_pct] -clock clk0 [all_outputs]
</file>
<file path="/design/flow/design.v">
`timescale 1ns / 1ps
module Game(
input wire 			clk,
input wire[21:0]	counter,
input wire[3:0] 	state,
output reg[2:0]   	pos,
output reg[10:0] Cmarry,
output reg[10:0] Rmarry,
input wire[3:0] MOGU,
input wire[10:0] C1,
input wire[10:0] C2,
input wire[10:0] C3,
input wire[10:0] C4,
input wire[10:0] R1,
input wire[10:0] R2,
input wire[10:0] R3,
input wire[10:0] R4,
output reg[3:0] MM,
output reg inspire,
output reg lose,
output reg win,
output reg[7:0] score
    );
parameter BW = 240;
parameter BH = 180;
parameter MW = 24;
parameter MH = 50;
parameter MGMW = 16;
parameter MGMH = 16;
reg up;
reg up_move;
reg up_finish;
reg inspire_temp;
initial begin
	up<=0;
	up_move<=0;
	up_finish<=0;
	inspire<=0;
	MM<=0;
	lose=0;
	win=0;
	score=0;
end
always@(posedge clk) begin	
   inspire_temp <= inspire;
	if(inspire_temp != inspire && inspire == 1)
	    MM<=MOGU;
	if(MM == 0) inspire <= 1;
   if(state!=4'b1010) begin
	if(up_move == 1) begin
		if(counter == 2000000) begin
		   if(up_finish == 0) begin
			case(Rmarry)
			110:Rmarry <= Rmarry - 15;
			95:Rmarry <= Rmarry - 12;
			83:Rmarry <= Rmarry - 9;
			74:Rmarry <= Rmarry - 6;
			68:Rmarry <= Rmarry - 3;
			65:up_finish <= 1;
			endcase 
			end 
			else begin
			case(Rmarry)
			110:begin 
				up_move <= 0;
				up_finish <= 0;
				if(pos == 3'b011) pos <= 3'b010;
				else 					pos <= 3'b000;
			end
			95:Rmarry <= Rmarry + 15;
			83:Rmarry <= Rmarry + 12;
			74:Rmarry <= Rmarry + 9;
			68:Rmarry <= Rmarry + 6;
			65:Rmarry <= Rmarry + 3;
			endcase 
			end 
			if(pos == 3'b011) begin 
				if(Cmarry+MW<BW) Cmarry <= Cmarry + 5;
			end
			else 
				if(Cmarry>5) Cmarry <= Cmarry - 5;
			if(MM[0] == 1 && Rmarry+MH+2>R1 && ((Cmarry > C1+2 && Cmarry< C1+MGMW-2) || (Cmarry+2 < C1 && Cmarry+MW-2> C1))) begin
				if(up_finish == 1) begin
				MM[0] <= 0;
				if(score<8'b10011001) begin
					if(score[3:0] == 4'b1001) begin
						score[7:4] = score[7:4] + 1;
						score[3:0] = 0;
					end
					else score[3:0] = score[3:0] + 1;
				end 
				end
				else lose = 1;
			end
			if(MM[1] == 1 && Rmarry+MH+2>R2 && ((Cmarry > C2+2 && Cmarry< C2+MGMW-2) || (Cmarry+2 < C2 && Cmarry+MW-2> C2))) begin
				if(up_finish == 1) begin
				MM[1] <= 0;
				if(score<8'b10011001) begin
					if(score[3:0] == 4'b1001) begin
						score[7:4] = score[7:4] + 1;
						score[3:0] = 0;
					end
					else score[3:0] = score[3:0] + 1;
				end 
				end
				else lose = 1;
			end
			if(MM[2] == 1 && Rmarry+MH+2>R3 && ((Cmarry > C3+2 && Cmarry< C3+MGMW-2) || (Cmarry+2 < C3 && Cmarry+MW-2> C3))) begin
				if(up_finish == 1) begin
				MM[2] <= 0;
				if(score<8'b10011001) begin
					if(score[3:0] == 4'b1001) begin
						score[7:4] = score[7:4] + 1;
						score[3:0] = 0;
					end
					else score[3:0] = score[3:0] + 1;
				end 
				end
				else lose = 1;
			end
			if(MM[3] == 1 && Rmarry+MH+2>R4 && ((Cmarry > C4+2 && Cmarry< C4+MGMW-2) || (Cmarry+2 < C4 && Cmarry+MW-2> C4))) begin
				if(up_finish == 1) begin
				MM[3] <= 0;
				if(score<8'b10011001) begin
					if(score[3:0] == 4'b1001) begin
						score[7:4] = score[7:4] + 1;
						score[3:0] = 0;
					end
					else score[3:0] = score[3:0] + 1;
				end 
				end
				else lose = 1;
			end
			if(MM == 0) inspire <= 0;
		end
	end
	else if(up==1) begin
		if(counter==2000000)begin
		   if(up_finish == 0) begin
			case(Rmarry)
			110:Rmarry <= Rmarry - 15;
			95:Rmarry <= Rmarry - 12;
			83:Rmarry <= Rmarry - 9;
			74:Rmarry <= Rmarry - 6;
			68:Rmarry <= Rmarry - 3;
			65:up_finish <= 1;
			endcase 
			end 
			else begin
			case(Rmarry)
			110:begin up <= 0; up_finish <= 0; end
			95:Rmarry <= Rmarry + 15;
			83:Rmarry <= Rmarry + 12;
			74:Rmarry <= Rmarry + 9;
			68:Rmarry <= Rmarry + 6;
			65:Rmarry <= Rmarry + 3;
			endcase 
			end 
			if(MM[0] == 1 && Rmarry+MH+2>R1 && ((Cmarry > C1+2 && Cmarry< C1+MGMW-2) || (Cmarry+2 < C1 && Cmarry+MW-2> C1))) begin
				if(up_finish == 1) begin
				MM[0] <= 0;
				if(score<8'b10011001) begin
					if(score[3:0] == 4'b1001) begin
						score[7:4] = score[7:4] + 1;
						score[3:0] = 0;
					end
					else score[3:0] = score[3:0] + 1;
				end 
				end
				else lose = 1;
			end
			if(MM[1] == 1 && Rmarry+MH+2>R2 && ((Cmarry > C2+2 && Cmarry< C2+MGMW-2) || (Cmarry+2 < C2 && Cmarry+MW-2> C2))) begin
				if(up_finish == 1) begin
				MM[1] <= 0;
				if(score<8'b10011001) begin
					if(score[3:0] == 4'b1001) begin
						score[7:4] = score[7:4] + 1;
						score[3:0] = 0;
					end
					else score[3:0] = score[3:0] + 1;
				end 
				end
				else lose = 1;
			end
			if(MM[2] == 1 && Rmarry+MH+2>R3 && ((Cmarry > C3+2 && Cmarry< C3+MGMW-2) || (Cmarry+2 < C3 && Cmarry+MW-2> C3))) begin
				if(up_finish == 1) begin
				MM[2] <= 0;
				if(score<8'b10011001) begin
					if(score[3:0] == 4'b1001) begin
						score[7:4] = score[7:4] + 1;
						score[3:0] = 0;
					end
					else score[3:0] = score[3:0] + 1;
				end 
				end
				else lose = 1;
			end
			if(MM[3] == 1 && Rmarry+MH+2>R4 && ((Cmarry > C4+2 && Cmarry< C4+MGMW-2) || (Cmarry+2 < C4 && Cmarry+MW-2> C4))) begin
				if(up_finish == 1) begin
				MM[3] <= 0;
				if(score<8'b10011001) begin
					if(score[3:0] == 4'b1001) begin
						score[7:4] = score[7:4] + 1;
						score[3:0] = 0;
					end
					else score[3:0] = score[3:0] + 1;
				end 
				end
				else lose = 1;
			end
			if(MM == 0) inspire <= 0;
		end
	end
	else if(state != 4'b0000) begin
		case(state)
			4'b0010: begin
				pos <= 3'b000;
				Rmarry <= 110;
			end
			4'b0011: begin
			   Rmarry <= 110;
			   if(Cmarry>5) begin
			       if(counter==0) begin
						pos <= 3'b001;
						Cmarry <= Cmarry - 5;
					 end
				    if(counter==2000000) pos <= 3'b000;
				 end
			end
			4'b0100: begin
				pos <= 3'b010;
				Rmarry <= 110;
			end
			4'b0101: begin
			   Rmarry <= 110;
				if(Cmarry+MW<BW) begin
					if(counter==0) begin
						pos <= 3'b011;
						Cmarry <= Cmarry + 5;
					end
					if(counter==2000000) pos <= 3'b010;
				end
			end
			4'b1000: begin
			   up<=1;
				if(pos == 3'b001) pos <= 3'b000;
				else if(pos == 3'b011) pos <= 3'b010;
			end
			4'b0111: begin
				up_move <= 1;
				pos <= 3'b011;
			end
			4'b0110: begin
				up_move <= 1;
				pos <= 3'b001;
			end
		endcase 
			if(MM[0] == 1 && Rmarry+MH>R1 && ((Cmarry+5 > C1 && Cmarry+5< C1+MGMW) || (Cmarry < C1 && Cmarry+MW-5> C1))) begin
				 lose = 1;
			end
			if(MM[1] == 1 && Rmarry+MH>R2 && ((Cmarry+5 > C2 && Cmarry+5< C2+MGMW) || (Cmarry < C2 && Cmarry+MW-5> C2))) begin
				lose = 1;
			end
			if(MM[2] == 1 && Rmarry+MH>R3 && ((Cmarry+5 > C3 && Cmarry+5< C3+MGMW) || (Cmarry < C3 && Cmarry+MW-5> C3))) begin
				lose = 1;
			end
			if(MM[3] == 1 && Rmarry+MH>R4 && ((Cmarry+5 > C4 && Cmarry+5< C4+MGMW) || (Cmarry < C4 && Cmarry+MW-5> C4))) begin
			   lose = 1;
			end
	end 
	else begin
	   lose=0;
	   win=0;
	   score=0;
	   Cmarry <= 1;
		Rmarry <= 110;
		pos <= 010;
		MM <= 0;
		inspire <= 0;
	end
   end 
end
endmodule
</file>
<file path="/design/flow/run.sh">
#!/bin/bash
# OpenROAD 26Q1-2900-gdf79404cd8, Yosys 0.63+post, stock flow scripts
make -C /OpenROAD-flow-scripts/flow DESIGN_CONFIG=/design/flow/config.mk WORK_HOME=/design/flow/orfs finish
</file>
==> Slide: Implementation Results <==
Run Summary

Yosys
  – Distinct lib cells: roughly 97
  – Yosys aoi share: around 24%
  – Top post-synthesis cells by count: ha_1 (449), inv_1 (136), a21oi_1 (132)
  – Count leader, synth: ha_1
  – Yosys cell count: ~2.1k
  – Area fraction in mux cells: under 10%
  – Yosys xor share: about 8.5%
  – Top-area cell share: 34.0%
  – Synth area leader: ha_1
  – Synth warnings: 1
  – And+or+nand+nor area frac: 19.8%
  – Yosys synthesis chip area: 16,500 um2
  – Cells after Synth: between 2k and 2.5k
  – Asr flop ratio synth: 0%
  – Synth Register Bits: 42
  – Mapped cell area: around 17,000 um2
  – Syn avg cell area: 7.95 um2
  – Largest logic family: adder cells
  – Synth Seq Share: 7.26%
  – Post-synth top flop: edfxtp_1
  – Dominant cells by area after synthesis: ha_1 (34%), xnor2_1 (6.6%), edfxtp_1 (6.5%)
  – Adder Area Share: 34.2%
  – Number of enable flip-flop cells: 36

Placed design
  – DP HPWL: between 40,000 and 50,000 um
  – Placed Cells: approximately 2.9k
  – Buffers on Ports: ~160
  – GPL Wtd Cong: between 0.9 and 1

Drt
  – N_diodes: 0
  – DR vias: 16.3k
  – Routed Antenna Nets: 0
  – Drt first-iter violations: roughly 1.2k
  – Post-route DRC: 0
  – First-pass DRT Iterations: 7
  – Vias per cell: between 5 and 6
  – WL/cell: ~20 um
  – DRT Wirelength: between 50,000 and 60,000 um

Run
  – Max-cap violations: 0
  – OpenROAD warning count: about 70

Setup path
  – Worst setup EP type: flop
  – Critical path startpoint category: primary input
  – Crit path DAT: ~11,000 ps
  – Crit path DRT: between 15,000 and 20,000 ps
  – CP Max Fanout: 9
  – Crit-path slowest cell: o311ai_1
  – Critical path class: primary input to flop
  – Top cell by count, worst path: ha_1
  – CP peak stage delay: just under 700 ps

Die
  – Die area: approximately 56,000 um2
  – Die height: between 200 and 250 um
  – Area of the core: around 54,000 um2
  – Row count: roughly 85
  – I/O pins: between 150 and 200
  – Chip Width: about 240 um
  – Init Core Util: a little under a third

Timing
  – Max transition margin: a little over a third
  – RSZ-0062 raised after global routing: no
  – Worst clock skew: 10.2 ps
  – Tcrit/Tclk final: slightly below 70%
  – Max Clk Rate: about 91 MHz
  – Tmin final: 10,990 ps
  – TNS Setup: 0 ps
  – Final slew viol count: 0
  – Final setup violation count: 0
  – Least-Margin Pin Slew: 949 ps
  – Final Hold Fails: 0

GRT
  – Largest net degree at the start of global routing: 34
  – Initial antenna violation count: 0
  – First-pass GRT wire length: 92,000 um
  – GR Overflow Total: 0
  – Gr usage total: between 20% and 30%
  – Vias in the first global route: about 16k

Clock tree
  – Post-CTS sizing: 0
  – CTS buffer count: 5
  – Clock latency on the worst-skew pair: about 290 ps
  – Clock Path Buffers: 2
  – H-tree levels: 2
  – Clock Sinks: between 40 and 50
  – Clk Tree Root Cell: clkbuf_16
  – TritonCTS clock tree: done
  – # hold bufs at CTS: 0
  – Post-CTS Setup Bufs: 0
  – Clock Pin Slew Worst Setup and Hold Paths: roughly 70 ps

Final layout
  – Filler cell count: 5,492
  – Area grow syn2layout: 16.2%
  – Fin util: 35.5%
  – Non-Filler Instances: slightly below 3k
  – Layout cells sized above 1: under 10%

Hold path
  – Worst hold path type: flop to flop

Pwr
  – VDD IR max: between 60 and 70 uV
  – Power Density: around 89 nW/um2
  – Leak: 0.00851 uW

Run status
  – Outcome: finished, final reports clean
-- per-layer routing --
layer,global-route usage (%),vias to the layer above,wire length (um)
li1,-,8097,-
met5,0,-,0
met2,34.2,553,26500
met1,31.1,7607,28400
met4,3.94,0,1340
met3,2.61,86,3530
-- power by group --
group | switching (uW) | internal [uW]
registers | 57.4 | 155
clock network | 45.0 | 58.5
logic | 813 | 590
total | 916 | 803
-- final cells by class --
type	instances	area, um2	share of cell area [%]
repair buffers	200	1890	9.85
multi-input cells	1841	14600	75.9
clock inverters	3	26.3	0.137
inverters	137	514	2.68
flip-flops and latches	42	1200	6.25
well taps	696	871	4.53
clock buffers	5	125	0.651
-- cell families after synthesis --
logic type                 Yosys count
and+or+nand+nor                    614
AOI/OAI and AO/OA                  595
adders and majority gates          451
buffers and inverters              197
xor gates and xnor gates           158
DFF                                 42
muxes                               21
other                                1
-- state kept, by name, summed over array words and instances, names as in the netlist --
register	flops
Cmarry	11
Rmarry	11
score	8
MM	4
pos	2
inspire	1
inspire_temp	1
lose	1
up	1
up_finish	1
up_move	1
-- cells in the final DEF (no fill, tap or decap), drive strengths merged, types with 18 or more instances in the layout --
cell           count
a21o              55
nor2b             60
xnor2            125
nor2             117
nand2            101
nor4              18
edfxtp            36
a21oi            133
xor2              32
o21a              86
nand4             65
o21ai            129
ha               449
buf               44
nand2b            48
nand3             81
a211oi            21
inv              139
o211ai            22
clkdlybuf4s50    156
nor3              45
-- worst paths after layout --
| kind | slack, ps | cells after the start | from | endpoint |
|---|---|---|---|---|
| min | 460 | 0 | inspire$_DFF_P_ | inspire_temp$_DFF_P_ |
| max reg2reg | 7300 | 33 | Rmarry[2]$_DFFE_PP_ | score[6]$_DFFE_PP_ |
| max | 5310 | 34 | C1[4] | score[6]$_DFFE_PP_ |
| min reg2reg | 460 | 0 | inspire$_DFF_P_ | inspire_temp$_DFF_P_ |
-- worst max-delay path: cells and delay by family --
kind	cells	cell delay, ps
AOI/OAI and AO/OA	13	2880
and+or+nand+nor	9	1560
adders and majority gates	5	1340
buffers and inverters	2	740
xor gates and xnor gates	3	720
muxes	2	520
-- metrics by stage --
step           hold slack (ps)  cell area (um2)  total power, uW  setup slack (ps)
6_report                   458            19200             1720              5310
5_1_grt                    471            19200             1890              4540
2_1_floorplan              344            16500             1100              6700
3_3_place_gp               442            19100             1580              5290
4_1_cts                    453            19200             1710              5390
3_5_place_dp               432            19100             1590              5130
Power is estimated from default activity; no workload was simulated.
