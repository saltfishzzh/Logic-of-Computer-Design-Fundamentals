<file path="flow/run.sh">
#!/bin/bash
# OpenROAD 26Q1-2900-gdf79404cd8, Yosys 0.63+post, stock flow scripts
make -C /OpenROAD-flow-scripts/flow DESIGN_CONFIG=/design/flow/config.mk WORK_HOME=/design/flow/orfs finish
</file>
<file path="flow/config.mk">
export PLATFORM = sky130hd
export DESIGN_NAME = CountScore
export DESIGN_NICKNAME = CountScore
export VERILOG_FILES = /design/flow/design.v
export SDC_FILE = /design/flow/constraint.sdc
export NUM_CORES = 4
export LEC_CHECK = 1
export CORE_UTILIZATION = 30
export SYNTH_MEMORY_MAX_BITS = 65536
</file>
<file path="flow/constraint.sdc">
current_design CountScore

set clk_period 6.8
set clk_io_pct 0.2

create_clock -name clk0 -period $clk_period [get_ports {clk}]

set non_clock_inputs [all_inputs -no_clocks]
set_input_delay [expr $clk_period * $clk_io_pct] -clock clk0 $non_clock_inputs
set_output_delay [expr $clk_period * $clk_io_pct] -clock clk0 [all_outputs]
</file>
<file path="flow/design.v">
`timescale 1ns / 1ps
module CountScore(
input wire clk,
input wire[7:0] score,
input wire[5:0] rom1_addr,
input wire[5:0] rom2_addr,
output wire[0:31] M1,
output wire[0:31] M2
    );
parameter data0={
32'b11111111111111111111111111111111,
32'b11111111111111111111111111111111,
32'b11111111111100000000001111111111,
32'b11111111110000000000000011111111,
32'b11111111100000000000000000111111,
32'b11111111000000000000000000011111,
32'b11111110000000011110000000001111,
32'b11111100000000111111000000001111,
32'b11111100000001111111100000000111,
32'b11111000000011111111110000000111,
32'b11110000000011111111110000000011,
32'b11110000000011111111110000000011,
32'b11100000000111111111111000000011,
32'b11100000000111111111111000000001,
32'b11100000000111111111111000000001,
32'b11100000000111111111111000000001,
32'b11100000000111111111111000000001,
32'b11100000000111111111111000000001,
32'b11100000000111111111111000000001,
32'b11100000000111111111111000000001,
32'b11100000000111111111111000000001,
32'b11100000000111111111111000000001,
32'b11100000000111111111111000000001,
32'b11100000000111111111111000000001,
32'b11100000000111111111111000000001,
32'b11100000000111111111111000000001,
32'b11100000000111111111111000000001,
32'b11100000000111111111111000000001,
32'b11100000000111111111111000000011,
32'b11100000000111111111111000000011,
32'b11110000000111111111111000000011,
32'b11110000000011111111111000000011,
32'b11111000000001111111110000000111,
32'b11111100000000111111100000001111,
32'b11111110000000011110000000001111,
32'b11111111000000000000000000011111,
32'b11111111100000000000000000111111,
32'b11111111110000000000000011111111,
32'b11111111111100000000001111111111,
32'b11111111111111111111111111111111
};
parameter data1={
32'b11111111111111111111111111111111,
32'b11111111111111100000000000001111,
32'b11111111111110000000000000001111,
32'b11111111111000000000000000001111,
32'b11111111000000000000000000001111,
32'b11111000000000000000000000001111,
32'b10000000000000000000000000001111,
32'b10000000000000000000000000001111,
32'b10000000000000000000000000001111,
32'b10000000000011100000000000000111,
32'b10000000011111100000000000001111,
32'b10000011111111100000000000001111,
32'b10111111111111100000000000001111,
32'b11111111111111100000000000001111,
32'b11111111111111100000000000001111,
32'b11111111111111100000000000001111,
32'b11111111111111100000000000001111,
32'b11111111111111100000000000001111,
32'b11111111111111100000000000001111,
32'b11111111111111100000000000001111,
32'b11111111111111100000000000001111,
32'b11111111111111100000000000001111,
32'b11111111111111100000000000001111,
32'b11111111111111100000000000001111,
32'b11111111111111100000000000001111,
32'b11111111111111100000000000001111,
32'b11111111111111100000000000001111,
32'b11111111111111100000000000001111,
32'b11111111111111100000000000001111,
32'b11111111111111100000000000001111,
32'b11111111111111100000000000001111,
32'b11111111111111100000000000001111,
32'b11111111111111100000000000001111,
32'b11111111111111100000000000001111,
32'b11111111111111100000000000001111,
32'b11111111111111100000000000001111,
32'b11111111111111100000000000001111,
32'b11111111111111100000000000001111,
32'b11111111111111111111111111111111,
32'b11111111111111111111111111111111
};
parameter data2={
32'b11111111111111111111111111111111,
32'b11111111111000000000011111111111,
32'b11111111000000000000000011111111,
32'b11111100000000000000000000111111,
32'b11111000000000000000000000011111,
32'b11110000000000011000000000001111,
32'b11110000000001111111000000001111,
32'b11100000000011111111100000000111,
32'b11100000000111111111100000000111,
32'b11100000000111111111100000000111,
32'b11100000000111111111110000000011,
32'b11111111111111111111110000000011,
32'b11111111111111111111100000000111,
32'b11111111111111111111100000000111,
32'b11111111111111111111000000000111,
32'b11111111111111111111000000001111,
32'b11111111111111111110000000001111,
32'b11111111111111111100000000011111,
32'b11111111111111111000000000111111,
32'b11111111111111110000000001111111,
32'b11111111111111100000000001111111,
32'b11111111111111000000000011111111,
32'b11111111111110000000001111111111,
32'b11111111111100000000001111111111,
32'b11111111111000000000111111111111,
32'b11111111100000000001111111111111,
32'b11111111000000000011111111111111,
32'b11111110000000000111111111111111,
32'b11111100000000001111111111111111,
32'b11110000000000111111111111111111,
32'b11100000000001111111111111111111,
32'b11000000000011111111111111111111,
32'b11000000001111111111111111111111,
32'b11000000001111111111111111111111,
32'b11000000000000000000000000000011,
32'b11000000000000000000000000000011,
32'b11000000000000000000000000000011,
32'b11000000000000000000000000000011,
32'b11000000000000000000000000000011,
32'b11111111111111111111111111111111
};
parameter data3={
32'b11111111111111111111111111111111,
32'b11111111111000000000011111111111,
32'b11111111100000000000000011111111,
32'b11111110000000000000000000111111,
32'b11111100000000000000000000011111,
32'b11111100000000001110000000001111,
32'b11111000000000111111000000001111,
32'b11111000000001111111100000000111,
32'b11110000000011111111110000000111,
32'b11110000000011111111110000000111,
32'b11111111111111111111110000000111,
32'b11111111111111111111110000000111,
32'b11111111111111111111110000000111,
32'b11111111111111111111100000000111,
32'b11111111111111111111100000001111,
32'b11111111111111111111000000011111,
32'b11111111111111111100000000111111,
32'b11111111111100000000000001111111,
32'b11111111111110000000001111111111,
32'b11111111111110000000001111111111,
32'b11111111111110000000000011111111,
32'b11111111111110000000000000111111,
32'b11111111111111111100000000111111,
32'b11111111111111111111000000001111,
32'b11111111111111111111100000001111,
32'b11111111111111111111100000000111,
32'b11111111111111111111110000000111,
32'b11111111111111111111110000000111,
32'b11111111111111111111110000000111,
32'b11110000000111111111110000000111,
32'b11110000000111111111110000000111,
32'b11110000000011111111100000000111,
32'b11110000000011111111100000000111,
32'b11111000000000111111000000001111,
32'b11111000000000001100000000011111,
32'b11111100000000000000000000111111,
32'b11111110000000000000000001111111,
32'b11111111100000000000001111111111,
32'b11111111111111000111111111111111,
32'b11111111111111111111111111111111
};
parameter data4={
32'b11111111111111111111111111111111,
32'b11111111111111111000000011111111,
32'b11111111111111110000000011111111,
32'b11111111111111110000000011111111,
32'b11111111111111100000000011111111,
32'b11111111111111000000000011111111,
32'b11111111111111000000000011111111,
32'b11111111111110000000000011111111,
32'b11111111111100000000000011111111,
32'b11111111111000000000000011111111,
32'b11111111111000000100000011111111,
32'b11111111110000001100000011111111,
32'b11111111110000011100000011111111,
32'b11111111100000111100000011111111,
32'b11111111000000111100000011111111,
32'b11111110000001111100000011111111,
32'b11111110000011111100000011111111,
32'b11111100000111111100000011111111,
32'b11111000000111111100000011111111,
32'b11111000001111111100000011111111,
32'b11110000011111111100000011111111,
32'b11100000111111111100000011111111,
32'b11000001111111111100000011111111,
32'b11000001111111111100000011111111,
32'b11000001111111111100000011111111,
32'b11000000000000000000000000000011,
32'b11000000000000000000000000000011,
32'b11000000000000000000000000000011,
32'b11000000000000000000000000000011,
32'b11000000000000000000000000000011,
32'b11111111111111111100000011111111,
32'b11111111111111111100000011111111,
32'b11111111111111111100000001111111,
32'b11111111111111111100000001111111,
32'b11111111111111111100000001111111,
32'b11111111111111111100000001111111,
32'b11111111111111111100000001111111,
32'b11111111111111111100000001111111,
32'b11111111111111111111111111111111,
32'b11111111111111111111111111111111
};
parameter data5={
32'b11111111111111111111111111111111,
32'b11110000000000000000000000011111,
32'b11110000000000000000000000011111,
32'b11110000000000000000000000011111,
32'b11110000000000000000000000011111,
32'b11110000001111111111111111111111,
32'b11110000001111111111111111111111,
32'b11110000001111111111111111111111,
32'b11110000001111111111111111111111,
32'b11110000001111111111111111111111,
32'b11110000001111111111111111111111,
32'b11110000001111111111111111111111,
32'b11110000001111111111111111111111,
32'b11110000001111111111111111111111,
32'b11110000001111000000001111111111,
32'b11110000001100000000000001111111,
32'b11110000000000000000000000111111,
32'b11110000000000000000000000011111,
32'b11110000000000011100000000011111,
32'b11110000000001111110000000001111,
32'b11110000000011111111000000001111,
32'b11110000000111111111100000001111,
32'b11111111111111111111110000001111,
32'b11111111111111111111110000000111,
32'b11111111111111111111110000000111,
32'b11111111111111111111110000000111,
32'b11111111111111111111110000000111,
32'b11111111111111111111110000000111,
32'b11111111111111111111110000000111,
32'b11111111111111111111110000000111,
32'b11110000000111111111100000001111,
32'b11110000000111111111100000001111,
32'b11110000000011111111000000011111,
32'b11111000000001111100000000011111,
32'b11111000000000000000000000111111,
32'b11111100000000000000000001111111,
32'b11111111000000000000000111111111,
32'b11111111110000000000111111111111,
32'b11111111111111111111111111111111,
32'b11111111111111111111111111111111
};
parameter data6={
32'b11111111111111111111111111111111,
32'b11111111111111111111111111111111,
32'b11111111111111110001111111111111,
32'b11111111111000000000000011111111,
32'b11111111100000000000000000111111,
32'b11111110000000000000000000001111,
32'b11111100000000000000000000000111,
32'b11111100000000111111000000000111,
32'b11111000000001111111100000000011,
32'b11110000000011111111110000000011,
32'b11110000000111111111110000000011,
32'b11100000000111111111111111111111,
32'b11100000000111111111111111111111,
32'b11100000001111111111111111111111,
32'b11100000001111111111111111111111,
32'b11000000001111111111111111111111,
32'b11000000001111110000011111111111,
32'b11000000001110000000000001111111,
32'b11000000001000000000000000011111,
32'b11000000000000000000000000001111,
32'b11000000000000001000000000000111,
32'b11000000000001111111000000000011,
32'b11000000000011111111100000000011,
32'b11000000000011111111110000000011,
32'b11000000000111111111110000000001,
32'b11000000001111111111111000000001,
32'b11000000001111111111111000000001,
32'b11000000001111111111111000000001,
32'b11000000001111111111111000000001,
32'b11000000001111111111111000000001,
32'b11000000001111111111110000000001,
32'b11000000000111111111110000000001,
32'b11000000000111111111110000000011,
32'b11100000000011111111100000000011,
32'b11110000000001111111000000000111,
32'b11111000000000001000000000001111,
32'b11111100000000000000000000011111,
32'b11111110000000000000000011111111,
32'b11111111000000000000000111111111,
32'b11111111111111111111111111111111
};
parameter data7={
32'b11111111111111111111111111111111,
32'b11111111111111111111111111111111,
32'b11100000000000000000000000000011,
32'b11100000000000000000000000000011,
32'b11100000000000000000000000000011,
32'b11100000000000000000000000000011,
32'b11100000000000000000000000000011,
32'b11111111111111111111111000000011,
32'b11111111111111111111110000000011,
32'b11111111111111111111110000000011,
32'b11111111111111111111100000000111,
32'b11111111111111111111100000000111,
32'b11111111111111111111000000000111,
32'b11111111111111111111000000001111,
32'b11111111111111111111000000001111,
32'b11111111111111111110000000011111,
32'b11111111111111111110000000011111,
32'b11111111111111111100000000111111,
32'b11111111111111111100000000111111,
32'b11111111111111111000000001111111,
32'b11111111111111111000000001111111,
32'b11111111111111110000000001111111,
32'b11111111111111110000000011111111,
32'b11111111111111100000000011111111,
32'b11111111111111100000000111111111,
32'b11111111111111000000000111111111,
32'b11111111111111000000001111111111,
32'b11111111111111000000001111111111,
32'b11111111111110000000011111111111,
32'b11111111111110000000011111111111,
32'b11111111111100000000111111111111,
32'b11111111111100000000111111111111,
32'b11111111111000000000111111111111,
32'b11111111111000000001111111111111,
32'b11111111110000000001111111111111,
32'b11111111110000000011111111111111,
32'b11111111110000000111111111111111,
32'b11111111100000000111111111111111,
32'b11111111000000001111111111111111,
32'b11111111111111111111111111111111
};
parameter data8={
32'b11111111111111111111111111111111,
32'b11111111111111111111111111111111,
32'b11111111110000000000001111111111,
32'b11111111000000000000000011111111,
32'b11111110000000000000000000111111,
32'b11111100000000000000000000011111,
32'b11111000000001111100000000011111,
32'b11110000000011111111000000001111,
32'b11110000000111111111100000001111,
32'b11110000001111111111110000001111,
32'b11110000001111111111110000000111,
32'b11110000001111111111110000000111,
32'b11110000001111111111110000001111,
32'b11110000001111111111110000001111,
32'b11110000000111111111100000001111,
32'b11111000000011111111000000011111,
32'b11111000000001111110000000111111,
32'b11111110001000000000000001111111,
32'b11111111100000000000001111111111,
32'b11111111110000000000001111111111,
32'b11111111110000000000001111111111,
32'b11111110000000000000001001111111,
32'b11111100000000011000000000111111,
32'b11111000000011111111000000011111,
32'b11110000000111111111000000011111,
32'b11110000000111111111100000000111,
32'b11100000001111111111110000000111,
32'b11100000001111111111110000000111,
32'b11100000001111111111110000000111,
32'b11100000001111111111110000000111,
32'b11100000001111111111110000000111,
32'b11100000001111111111110000000111,
32'b11100000000111111111100000001111,
32'b11110000000111111111000000001111,
32'b11110000000011111110000000011111,
32'b11111000000000011000000000011111,
32'b11111100000000000000000000111111,
32'b11111110000000000000000011111111,
32'b11111111110000000000001111111111,
32'b11111111111111111111111111111111
};
parameter data9={
32'b11111111111111111111111111111111,
32'b11111111111111111111111111111111,
32'b11111111110000000000001111111111,
32'b11111111000000000000000011111111,
32'b11111110000000000000000000111111,
32'b11111000000000000000000000011111,
32'b11110000000000111110000000001111,
32'b11110000000011111111000000001111,
32'b11100000000111111111100000000111,
32'b11100000000111111111110000000111,
32'b11100000001111111111110000000011,
32'b11000000001111111111111000000011,
32'b11000000001111111111111000000011,
32'b11000000001111111111111000000011,
32'b11000000001111111111111000000011,
32'b11000000001111111111110000000011,
32'b11100000001111111111110000000011,
32'b11100000000111111111110000000011,
32'b11100000000011111111100000000011,
32'b11110000000000111110000000000011,
32'b11111000000000000000000000000011,
32'b11111100000000000000000000000011,
32'b11111110000000000000000000000011,
32'b11111111100000000000111000000011,
32'b11111111111110001111111000000011,
32'b11111111111111111111111000000011,
32'b11111111111111111111111000000011,
32'b11111111111111111111111000000111,
32'b11111111111111111111110000000111,
32'b11111111111111111111110000000111,
32'b11111111111111111111110000000111,
32'b11100000000111111111100000000111,
32'b11100000000111111111100000001111,
32'b11100000000011111111000000001111,
32'b11110000000001111110000000011111,
32'b11110000000000000000000000111111,
32'b11111000000000000000000001111111,
32'b11111110000000000000000011111111,
32'b11111111100000000000011111111111,
32'b11111111111111111111111111111111
};
reg[0:31] rom1[0:39];
reg[0:31] rom2[0:39];
integer i;
always@(posedge clk) begin
	case(score[7:4])
	0:for(i=0;i<40;i=i+1) rom1[i] = data0[(1279-32*i)-:32];
	1:for(i=0;i<40;i=i+1) rom1[i] = data1[(1279-32*i)-:32];
	2:for(i=0;i<40;i=i+1) rom1[i] = data2[(1279-32*i)-:32];
	3:for(i=0;i<40;i=i+1) rom1[i] = data3[(1279-32*i)-:32];
	4:for(i=0;i<40;i=i+1) rom1[i] = data4[(1279-32*i)-:32];
	5:for(i=0;i<40;i=i+1) rom1[i] = data5[(1279-32*i)-:32];
	6:for(i=0;i<40;i=i+1) rom1[i] = data6[(1279-32*i)-:32];
	7:for(i=0;i<40;i=i+1) rom1[i] = data7[(1279-32*i)-:32];
	8:for(i=0;i<40;i=i+1) rom1[i] = data8[(1279-32*i)-:32];
	default:for(i=0;i<40;i=i+1) rom1[i] = data9[(1279-32*i)-:32];
	endcase 
	case(score[3:0])
	0:for(i=0;i<40;i=i+1) rom2[i] = data0[(1279-32*i)-:32];
	1:for(i=0;i<40;i=i+1) rom2[i] = data1[(1279-32*i)-:32];
	2:for(i=0;i<40;i=i+1) rom2[i] = data2[(1279-32*i)-:32];
	3:for(i=0;i<40;i=i+1) rom2[i] = data3[(1279-32*i)-:32];
	4:for(i=0;i<40;i=i+1) rom2[i] = data4[(1279-32*i)-:32];
	5:for(i=0;i<40;i=i+1) rom2[i] = data5[(1279-32*i)-:32];
	6:for(i=0;i<40;i=i+1) rom2[i] = data6[(1279-32*i)-:32];
	7:for(i=0;i<40;i=i+1) rom2[i] = data7[(1279-32*i)-:32];
	8:for(i=0;i<40;i=i+1) rom2[i] = data8[(1279-32*i)-:32];
	default:for(i=0;i<40;i=i+1) rom2[i] = data9[(1279-32*i)-:32];
	endcase 
end
assign M1 = rom1[rom1_addr];
assign M2 = rom2[rom2_addr];
endmodule
</file>
==> results.toml <==
# generated from flow reports
[logic_synthesis]
ys_cells = 2536
synthArstFlopShare_pct = 0
synth-edff-count = 0
ys.flop_type = "dfxtp_1"
yosys_area_um2 = 20300
ys_warn_count = 3
synthesis.area_um2 = 20300
netlist_instances = 2536
yosysUniqueCellTypes = 81
synth_flops = 418
syn_avg_cell_area_um2 = 8.02
synth-seq-area-share_pct = 41.1

[worst_setup_path]
cp_data_required_time_ps = 5440
cp.arrival_ps = 5040
crit_top_cell = "clkdlybuf4s50_1"
crit_chain = "clkdlybuf4s50_1, a311o_1, a22o_1, buf_4, a21oi_1, nand3_1, a2111oi_0, nand4_1, clkdlybuf4s50_1"
crit_type = "primary input to output pin"
start_kind = "primary input"
cp_max_fo = 8
end_kind = "output pin"
max_stage_delay_ps = 760
critPathSlowestCell = "a2111oi_0"

[timing]
timing_hold_violations_final = 0
slew_violations = 0
whs_ps = 1310
finalCriticalPeriod_ps = 6400
fin_ws_ps = 396
finalClockPeriodUsage_pct = 94.2
worst_pin_slew_ps = 1230
setup_viol = 0
clock.fmax_mhz = 156
max_slew_margin_pct = 17.5
fin_setup_tns_ps = 0
rsz0062_at_grt = "no"

[min_path]
hold_path.class = "primary input to register"

[job]
max_cap_violations = 0
warnings = 39

[detailed_routing]
drt_wl_total_um = 152000
drt-initial-drc-count = 3128
wl_per_cell_um = 42.1
dr.pass1.iters = 7
via_count = 23600
drc_errors = 0
postRouteAntennaNets = 0
vias_per_cell = 6.52

[placement]
pre_cts_ws_ps = 445
gp_congestion = 1.16
port_buffers = 80
dp_hpwl_um = 121000

[grt]
grt-ovfl-total = 0
grt_use_total_pct = 44.5
grt_max_degree = 50
grt_pass1_vias = 22800
antenna_found_initial = 5
grt_first_pass_wirelength_um = 203000

[cts]
htree_levels = 2
cts_setup_buffers = 0
cts_made_buffers = 47
cts_resized = 0
cts_root_buf = "clkbuf_16"
path_clk_slew_ps = 60
cts_tree = "done"
hold_buffers = 0
clock_path_buffers = 3
cts.sinks = 418

[power]
p_per_area_nw_per_um2 = 264
power_leakage_nw = 10.3
total_power_w = 0.00652
peakVddDrop_mv = 0.238

[die]
dieArea_um2 = 68800
fp_util_pct = 30.3
core_area_um2 = 67200
fp-row-count = 95
chipHeight_um = 262
io_pins = 85
fp.dieW_um = 262

[final_layout]
area_growth_syn_to_layout_pct = 21.6
regArea_um2 = 8370
drive_above_1_share_pct = 14.0
comb_area_um2 = 10900
lay_top_count = "dfxtp_1"
nFillCells = 6956
final_cell_mix = "418 x dfxtp_1, 387 x nand2_1, 227 x buf_4"
final_util_pct = 36.8

[outcome]
status = "completed"
area by class of cell:
cell class | instances | area share [%]
Multi-Input combinational cell | 1847 | 43.9
Clock inverter | 26 | 1.13
Clock buffer | 61 | 5.25
Sequential cell | 418 | 33.8
Antenna cell | 2 | 0.0202
Timing Repair Buffer | 311 | 10.3
Inverter | 77 | 1.17
Tap cell | 873 | 4.42
per-layer routing:
metal	track usage [%]	share of wire, %	wire length (um)	vias up
met3	18.3	13	19600	529
met4	26.1	7.7	11700	10
met1	57.4	38	57900	11500
li1	-	-	-	9605
met5	0	0.077	117	-
met2	63.2	41	62800	1896
worst paths after layout:
check          from           end  slack [ps]  cells after the start
max    rom2_addr[4]        M2[10]         400                      9
min        score[3]  rom2[22][12]        1310                      3
report_power, final:
part	internal, W	switching (W)	leakage (nW)
registers	0.00262	0.000206	3.48
clock network	0.00149	0.00115	0.783
logic	0.000353	0.000708	6.00
registers in the layout (all words and copies together), names as in the netlist:
name / flops
rom2: 209
rom1: 209
metrics by stage:
step / instance area (um2) / std cells
floorplan: 20300 / 2539
finish: 24700 / 3615
detailed placement: 23200 / 3526
global route: 24700 / 3613
global placement: 23200 / 3526
CTS: 24700 / 3613
cell families (layout without fill, tap and decap cells):
logic type	count (synthesis)	count (layout)	synth area share, %
DFF	418	418	41.1
and+or+nand+nor	1037	1037	24.5
AOI/OAI and AO/OA	729	729	24.6
adders and majority gates	16	16	0.984
other	1	6	0.0184
buffers and inverters	274	475	5.67
xor gates and xnor gates	3	3	0.129
muxes	58	58	2.94
critical path, delay by kind of cell:
family / cells / cell delay (ps)
buf+inv: 3 / 1310
simple gates: 2 / 560
compound gates: 4 / 1820
cell usage after synthesis, types with 35 or more instances:
| cell type | count | area, um2 |
|---|---|---|
| nand2_1 | 387 | 1450 |
| mux2i_1 | 44 | 440 |
| nand3_1 | 109 | 546 |
| a21oi_1 | 166 | 831 |
| nor2b_1 | 35 | 219 |
| clkbuf_1 | 98 | 368 |
| dfxtp_1 | 418 | 8370 |
| a221oi_1 | 43 | 377 |
| o21ai_0 | 133 | 666 |
| nor3_1 | 42 | 210 |
| buf_2 | 68 | 340 |
| nand4_1 | 43 | 269 |
| inv_1 | 77 | 289 |
| a22oi_1 | 123 | 923 |
| nor2_1 | 220 | 826 |
Power and IR drop assume default switching activity.
